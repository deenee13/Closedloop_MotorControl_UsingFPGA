$ cat design/flow/config.mk
export PLATFORM = sky130hd
export DESIGN_NAME = MotorController
export DESIGN_NICKNAME = MotorController
export VERILOG_FILES = /design/flow/design.v
export SDC_FILE = /design/flow/constraint.sdc
export NUM_CORES = 4
export LEC_CHECK = 1
export CORE_UTILIZATION = 50
$ cat design/flow/constraint.sdc
current_design MotorController

set clk_period 17.1
set clk_io_pct 0.2

create_clock -name clk0 -period $clk_period [get_ports {CLK}]

set non_clock_inputs [all_inputs -no_clocks]
set_input_delay [expr $clk_period * $clk_io_pct] -clock clk0 $non_clock_inputs
set_output_delay [expr $clk_period * $clk_io_pct] -clock clk0 [all_outputs]
$ cat design/flow/design.v
module AddMuxCtr
#(
    parameter SUBCTR_WIDTH = 8,
    parameter LOG2_N_SUB_CTRS = 4
)
(
    input                           CLK,
    input                           INC,
    input [LOG2_N_SUB_CTRS - 1:0]    SEL,
    output reg [15:0]               SUM
);
localparam N_CTRS = 2**LOG2_N_SUB_CTRS;
integer i;
reg inc_last;
reg [15:0] SUM;
reg [SUBCTR_WIDTH - 1:0] cntrs[N_CTRS - 1:0];
reg [SUBCTR_WIDTH - 1:0] working_ctr = 0;
wire [LOG2_N_SUB_CTRS - 1:0] cur_sel;
reg [LOG2_N_SUB_CTRS - 1:0] last_sel = 0;
reg [15:0] sum = 0;
reg wkctr_reset = 0;
assign cur_sel = SEL;
always @ (posedge CLK) begin
    inc_last <= INC;
end
assign inc_pe = INC & ~inc_last;    
always@(posedge CLK or posedge wkctr_reset) begin
    if(wkctr_reset)
        working_ctr = 0;
    else begin
        if(inc_pe)
            working_ctr = working_ctr + 1;
    end
end
always@(posedge CLK) begin
    if(cur_sel != last_sel) begin
        cntrs[last_sel] <= working_ctr;
        wkctr_reset <= 1'b1;
    end
    else
        wkctr_reset <= 1'b0;
    last_sel = cur_sel;
end
always @* begin
    sum = 16'h0000;  
    for(i = 0; i < N_CTRS; i=i+1)
        sum = sum + cntrs[i];
    SUM = sum;
end
initial begin
    working_ctr <= 0;
    last_sel <= {LOG2_N_SUB_CTRS{1'b0}};
    for(i = 0; i < N_CTRS; i=i+1)
            cntrs[i] = {SUBCTR_WIDTH{1'b0}};
end   
endmodule
`timescale 1ns / 1ps
module MotorController
#(
	parameter 			RESET_POLARITY_LOW = 1,				 
	parameter 			PWM_DC_WIDTH = 8					 
)
(
	input 						CLK, 						 
	input						RESET,						 
    input                       DIR_SEL_RQ,                     
	input   [7:0]               MOTOR_DC,                    
    output	    [15:0]           MOTOR_FB_RPS,                 
    input                       MOTOR_ENC,                   
    output                      DIR_SEL_OUT,
    output                      MOTOR_EN
);
localparam LOG2_N_ENC_SAMPLING_SUBSEGS = 4;  
localparam CLOCK_HZ = 100000000;  
localparam MAX_COUNT_NEXT_SUBSEG = CLOCK_HZ / (2**LOG2_N_ENC_SAMPLING_SUBSEGS);
wire RESET_Int = RESET_POLARITY_LOW ? ~RESET : RESET;
wire [15:0] total_enc_ticks_s;
wire [31:0] fb_rps_intermediate = (total_enc_ticks_s * ((2**8) / 12)) >> 8; 
assign MOTOR_FB_RPS = fb_rps_intermediate[15:0];
reg motor_enc_s1 = 0;
reg motor_enc_sync = 0;
reg dir_sel_sync = 0;
reg [7:0] motor_dc_sync;
reg [31:0] count = 32'h00000000;
reg [LOG2_N_ENC_SAMPLING_SUBSEGS - 1:0] subseg_sel = 0;
assign DIR_SEL_OUT = dir_sel_sync;
always @(posedge CLK) begin
    motor_enc_s1 <= MOTOR_ENC;
    motor_enc_sync <= motor_enc_s1;
    motor_dc_sync <= MOTOR_DC;
    dir_sel_sync <= DIR_SEL_RQ;
end
always @(posedge CLK) begin
    if(count >= MAX_COUNT_NEXT_SUBSEG) begin
        subseg_sel <= subseg_sel + 1;
        count <= 32'h00000000;
    end
    else
        count <= count + 1;
end
PwmGen
#(
    .RESET_POLARITY_LOW(1),
    .PWM_DC_WIDTH(8)
) MOTOR_PWM_GEN
(
    .CLK(CLK),
    .RESET(RESET),
    .IN_DC(motor_dc_sync),
    .OUT(MOTOR_EN)
);
AddMuxCtr
#(
    .SUBCTR_WIDTH(8),
    .LOG2_N_SUB_CTRS(LOG2_N_ENC_SAMPLING_SUBSEGS)
) MOTOR_SUB_SEG_CTRS
(
    .CLK(CLK),
    .INC(motor_enc_sync),
    .SEL(subseg_sel),
    .SUM(total_enc_ticks_s)
);
initial begin
    count <= 32'h00000000;
    motor_enc_s1 <= 1'b0;
    motor_enc_sync <= 1'b0;
    dir_sel_sync <= 1'b0;
    subseg_sel <= {LOG2_N_ENC_SAMPLING_SUBSEGS{1'b0}};
end   
endmodule
module PwmGen
#(
    parameter RESET_POLARITY_LOW = 1,
    parameter PWM_DC_WIDTH = 8
)
(
    input               CLK,
    input               RESET,
    input   [7:0]       IN_DC,
    output  reg         OUT
);
wire RESET_Int = RESET_POLARITY_LOW ? ~RESET : RESET;
reg [PWM_DC_WIDTH - 1:0] pwm_cntr;
always @(posedge CLK) begin
    if (RESET_Int) begin
    	pwm_cntr <= {PWM_DC_WIDTH{1'b1}};
    end
    else begin
    	pwm_cntr <= pwm_cntr + 1'b1;	
    end
end  
always @* begin
    if (pwm_cntr < IN_DC) 
        OUT = 1'b1;
    else
        OUT = 1'b0;
end  
initial begin
    OUT <= 1'b0;
    pwm_cntr <= {PWM_DC_WIDTH{1'b1}};
end   
endmodule
$ cat design/flow/run.sh
#!/bin/bash
# OpenROAD 26Q1-2900-gdf79404cd8, Yosys 0.63+post, stock flow scripts
make -C /OpenROAD-flow-scripts/flow DESIGN_CONFIG=/design/flow/config.mk WORK_HOME=/design/flow/orfs finish
==> notes.org <==
#+TITLE: Synthesis and PnR summary

** Clock network
- CTS tree :: yes
- Buffers inserted to repair hold after CTS numbered 0.
- Per the post-CTS timing run, clock transition at the registers of the reported paths is 0.07 ns.
- The clock passes through at most 2 buffers.
- Inserted Clock Buffers :: 17
- Clock tree synthesis selected as its root buffer the cell clkbuf_16.
- TritonCTS sink count :: 197
- The clock reaches the later pin of the worst-skew pair after 0.42 ns.
- # resized after CTS :: 0
- Number of H-tree branching levels :: 4
- Post-CTS setup buffer count :: 0

** Synth
- Synthesis area per yosys :: 11,000 µm²
- Area share of the largest cell type after synthesis :: 36.2%
- The Yosys step of the flow raised 4 warnings.
- Counting instances in the post-synthesis netlist gives the leading cell types as inv_1, edfxtp_1, fa_1, ha_1, dfxtp_1.
- Library cell occupying the most area in the post-synthesis netlist :: edfxtp_1
- In this run the cell area of the synthesized design comes to 11,000 µm².
- Post-Synthesis Mean Instance Area :: 12.9 µm²
- In the synthesized netlist the async set-or-reset flop fraction comes to 4.06%.
- Counting flops with a built-in enable in the synthesized netlist gives 132.
- In the Yosys report the total cell count is 851.
- The synthesized netlist contains 44 unique library cells.
- In this run, synthesis produced a sequential element count of 197.
- Sequential-to-total area share from yosys stat :: 48.4%
- For reference, the top cells by area after synthesis are edfxtp_1, fa_1, dfxtp_1.
- The most frequently used library cell after synthesis is inv_1.
- Most instantiated flip-flop cell in the synthesis netlist :: edfxtp_1
- Synthesis produced a netlist whose cell count is 851.

** Cells and area
- After the flow finishes, the layout carries non-filler instances totaling 1,189.
- Cells with a size suffix above 1 make up 4.81% of the layout.
- Fill cell count :: 1,672
- Between the synthesized netlist and the finished layout, the area growth was recorded as 10.4%.
- After routing the design area is 12,100 µm².

** Route
- Nets still carrying antenna violations after routing amount to 0.
- Per the detail_route report, DRC violations left total 0.
- First DRT Iteration DRCs :: 156
- The first TritonRoute pass finished after 5 iterations.
- In the final routed layout, each cell accounts on average for 13.4 µm.
- The script logs the ratio of routed vias to standard cells as 4.81.
- The final antenna diode tally reported by the flow is 0.
- The highest metal layer carrying signal wires in the routed design is met4.
- Total Routed Length :: 15.9 mm
- The routed layout has 5,719 vias.
- Routed length on met1 :: 7.06 mm
- The detailed router reports a met2 wire length of 7.45 mm.
- Detailed routing placed a total of 1.26 mm of wire on met3.

** Final timing
- RSZ-0062 raised after global routing :: false
- Accumulated negative setup slack :: 0 ns
- In the final run the clock tree shows a worst skew of 0.0102 ns.
- Slew at the pin closest to its max-slew limit :: 1.02 ns
- After layout, the worst path uses 77.8% of the clock period.
- In the final report, the number of endpoints failing setup comes to 0.
- Final Hold Fails :: 0
- Number of max-slew violations in the final report :: 0
- Relative max-transition margin :: 31.4%
- The routed design could run at a clock period as short as 13.31 ns.
- Timing would allow up to 75.1 MHz.

** Place
- At the end of routability-driven placement, the weighted congestion stood at 0.809.
- Final HPWL from detailed placement :: 12.7 mm
- Buffers placed on the I/O ports in this run total 24.
- Summing all placed instances gives a cell area of 11,500 µm².
- Number of placed instances with taps included :: 1,157

** Critical path
- Delay contributed by the slowest stage of the critical path :: 0.54 ns
- The largest individual stage delay along the critical path comes from the cell fa_1.
- The worst setup path is captured at an output pin.
- WS Path Type :: reg -> out
- STA puts the critical path data arrival time at 9.89 ns.
- Crit Path Max Fanout :: 4
- Setup slack on the worst reg-to-reg path comes out at 14.62 ns.
- STA classifies the critical path startpoint as a flop.
- Required time of the critical path :: 13.68 ns

** Run status
- Outcome :: completed

** Floorplanning
- From left edge to right edge, the die measures 150 µm.
- Number of placement rows :: 53
- In this run the standard cell core region covers 21,300 µm².
- Before placement the cells fill 51.5% of the core.
- Chip area :: 22,500 µm²
- Per the OpenROAD floorplan log, the height of the die is 150 µm.
- During I/O placement, the number of pins put on the boundary was 30.

** Global route
- The first global-routing pass estimated 27.4 mm of wire.
- Entering global routing, the biggest net connects 28 pins.
- Summed over all routing layers, the global router reports a total usage of 17.0%.
- Recorded from the global router log, the overflow total was 0.
- The number of global-route vias before repair came to 5,999.
- Initial antenna violation count :: 0

** Job
- OpenROAD warnings :: 27
- Total of max-cap violations :: 0

** Min path
- Classification of the worst-slack hold path :: reg -> async
[cell type report]
type,instances,area (µm²),area share [%]
flip-flops and latches,197,5310,43.8
multi-input cells,483,4950,40.9
inverters,172,646,5.33
clock buffers,18,430,3.56
well taps,275,344,2.84
repair buffers,30,285,2.36
clock inverters,14,138,1.14
[state kept, by name, indices dropped and copies added, names as in the netlist, 4 cells and up]
name,cells
MOTOR_SUB_SEG_CTRS.last_sel,4
MOTOR_SUB_SEG_CTRS.working_ctr,8
MOTOR_SUB_SEG_CTRS.cntrs,128
count,32
motor_dc_sync,8
subseg_sel,4
MOTOR_PWM_GEN.pwm_cntr,8
[placed cells by master, fill, tap and decap left out, drive strengths merged]
cell type / instances
a21oi: 18
nand4b: 1
or4: 1
edfxtp: 132
a22oi: 1
or3: 1
nand3: 12
o21ai: 17
buf: 6
o311ai: 4
dfrtp: 8
a211oi: 4
ha: 81
nand2: 29
nor4bb: 1
clkinv: 6
and3: 10
fa: 109
inv: 180
and4: 3
o31a: 1
nand2b: 9
nor4: 1
xor2: 31
nand4: 12
nor2: 56
conb: 14
dfxtp: 57
nor2b: 4
mux2: 1
clkbuf: 18
o41ai: 3
a21o: 7
o21bai: 3
clkdlybuf4s50: 24
nor3: 7
and2: 2
xnor2: 32
o211ai: 1
o21a: 7
[critical path, delay by kind of cell (launching register included)]
| kind | cells | cell delay [ns] |
|---|---|---|
| fa+ha+maj | 12 | 5.05 |
| xor+xnor | 2 | 0.38 |
| flops | 1 | 0.39 |
| buf+inv | 8 | 0.90 |
| simple gates | 2 | 0.50 |
| compound gates | 11 | 2.26 |
[metrics by stage]
| stage | setup WS, ns | hold slack (ns) | utilization [%] |
|---|---|---|---|
| after floorplan | 5.29 | 0.0978 | - |
| after global placement | 4.31 | 0.176 | 54.2 |
| after detailed placement | 4.20 | 0.182 | 54.2 |
| after CTS | 3.71 | 0.185 | 56.9 |
| after global routing | 3.11 | 0.196 | 56.9 |
| final | 3.79 | 0.164 | 56.9 |
[cell families (layout without fill, tap and decap cells)]
logic type | Yosys count | in the layout | synth area share (%)
buffers and inverters | 184 | 234 | 6.87
other | 1 | 14 | 0.0342
adders and majority gates | 190 | 190 | 29.1
AOI/OAI and AO/OA | 66 | 66 | 3.85
DFF | 197 | 197 | 48.4
xor gates and xnor gates | 63 | 63 | 5.03
and+or+nand+nor | 149 | 149 | 6.57
muxes | 1 | 1 | 0.103
[path summary, 6_finish.rpt]
path / cells past startpoint / start / end
worst max-delay path: 35 / MOTOR_SUB_SEG_CTRS.cntrs[1][1] / MOTOR_FB_RPS[9]
worst min-delay path: 1 / MOTOR_SUB_SEG_CTRS.wkctr_reset / MOTOR_SUB_SEG_CTRS.working_ctr[6]
worst max register to register: 4 / subseg_sel[2] / MOTOR_SUB_SEG_CTRS.cntrs[15][2]
worst min register to register: 1 / MOTOR_SUB_SEG_CTRS.wkctr_reset / MOTOR_SUB_SEG_CTRS.working_ctr[6]
max in group asynchronous: 1 / MOTOR_SUB_SEG_CTRS.wkctr_reset / MOTOR_SUB_SEG_CTRS.working_ctr[3]
min in group clk0: 0 / motor_enc_s1 / motor_enc_sync
[per-layer routing]
metal / vias to the layer above / global-route usage, %
met1: 2722 / 26.6
li1: 2854 / -
met5: - / 0
met3: 6 / 7.24
met4: 0 / 1.21
met2: 137 / 25.4
